### run.sh
#!/bin/bash
# OpenROAD 26Q1-2900-gdf79404cd8, Yosys 0.63+post, stock flow scripts
make -C /OpenROAD-flow-scripts/flow DESIGN_CONFIG=/design/flow/config.mk WORK_HOME=/design/flow/orfs finish
### config.mk
export PLATFORM = sky130hd
export DESIGN_NAME = merge4to8
export DESIGN_NICKNAME = merge4to8
export VERILOG_FILES = /design/flow/design.v
export SDC_FILE = /design/flow/constraint.sdc
export NUM_CORES = 4
export LEC_CHECK = 1
export CORE_AREA = 10 10 88 88
export DIE_AREA = 0 0 98 98
### constraint.sdc
current_design merge4to8

set clk_period 5.8
set clk_io_pct 0.2

create_clock -name clk0 -period $clk_period

set non_clock_inputs [all_inputs -no_clocks]
set_input_delay [expr $clk_period * $clk_io_pct] -clock clk0 $non_clock_inputs
set_output_delay [expr $clk_period * $clk_io_pct] -clock clk0 [all_outputs]
### design.v
module comparator#(parameter WIDTH = 8)
(
	input [WIDTH-1:0]A, 
	input	[WIDTH-1:0]B,
	output reg [WIDTH-1:0]L,
	output reg [WIDTH-1:0] H
);
always@(*)
	begin
		if(A < B)
			begin 
				L <= A; 
				H <= B;
			end
		else 
			begin 
				L <= B; 
				H <= A; 
			end
	end
endmodule  
module merge2to4#(parameter WIDTH = 3,parameter n = 2)
(
	input [n*WIDTH-1:0]a,b,
	output [(2*n)*WIDTH-1:0]c
);
wire [n*WIDTH-1:0] tempCodd; 
wire [n*WIDTH-1:0] tempCeven;
assign c[WIDTH-1:0] = tempCodd[WIDTH-1:0]; 
assign c[(2*n)*WIDTH-1:(2*n-1)*WIDTH] = tempCeven[n*WIDTH-1:(n-1)*WIDTH]; 
generate 
	genvar i; 
		for(i = 0; i < n; i = i + 1)
			begin:oddEvenMerge 
				if(i == 0)
					begin 
					comparator#(.WIDTH(WIDTH)) comparator_0
					(
						.A(a[WIDTH-1:0]),
						.B(b[WIDTH-1:0]),
						.L(tempCodd[WIDTH-1:0]),
						.H(tempCodd[n*WIDTH-1:(n-1)*WIDTH])
					);				
					end
				else
					begin 
						comparator#(.WIDTH(WIDTH)) comparator_1
					(
						.A(a[2*WIDTH-1:WIDTH]),
						.B(b[2*WIDTH-1:WIDTH]),
						.L(tempCeven[WIDTH-1:0]),
						.H(tempCeven[n*WIDTH-1:(n-1)*WIDTH])
					);							
					end
			end
	endgenerate
generate 
	genvar j; 
		for(j = 0; j < n-1; j = j + 1)
			begin:finalComparators 
				comparator#(.WIDTH(WIDTH)) comparator_2
					(
						.A(tempCodd[n*WIDTH-1:(n-1)*WIDTH]),
						.B(tempCeven[WIDTH-1:0]),
						.L(c[2*WIDTH-1:WIDTH]),
						.H(c[3*WIDTH-1:2*WIDTH])
					);						
			end
	endgenerate	
endmodule
module merge4to8#(parameter WIDTH = 3,parameter n = 4)
(
	input  [(n*WIDTH)-1:0]a,b,
	output [(2*n*WIDTH)-1:0]c
);
wire [(n/2)*WIDTH-1:0] tempAodd = {a[3*WIDTH-1:2*WIDTH],a[WIDTH-1:0]}; 
wire [(n/2)*WIDTH-1:0] tempBodd = {b[3*WIDTH-1:2*WIDTH],b[WIDTH-1:0]}; 
wire [(n/2)*WIDTH-1:0] tempAeven = {a[4*WIDTH-1:3*WIDTH],a[2*WIDTH-1:WIDTH]}; 
wire [(n/2)*WIDTH-1:0] tempBeven = {b[4*WIDTH-1:3*WIDTH],b[2*WIDTH-1:WIDTH]}; 
wire [n*WIDTH-1:0] tempCodd; 
wire [n*WIDTH-1:0] tempCeven;
assign c[WIDTH-1:0] = tempCodd[WIDTH-1:0]; 
assign c[(2*n*WIDTH)-1:(2*n-1)*WIDTH] = tempCeven[n*WIDTH-1:(n-1)*WIDTH]; 
generate 
	genvar i; 
		for(i = 0; i < 2; i = i + 1)
			begin:oddEvenMerge 
				if(i == 0)
					begin 
					merge2to4#(.WIDTH(WIDTH)) merge2to4_0
					(
						.a(tempAodd),
						.b(tempBodd),
						.c(tempCodd)
					);				
					end
				else
					begin 
						merge2to4#(.WIDTH(WIDTH)) merge2to4_1
					(
						.a(tempAeven),
						.b(tempBeven),
						.c(tempCeven)
					);						
					end
			end
	endgenerate
generate 
	genvar j; 
		for(j = 1; j < n; j = j + 1)
			begin:finalComparators 
				comparator#(.WIDTH(WIDTH)) comparator_0
					(
						.A(tempCodd[(j+1)*WIDTH-1:j*WIDTH]),
						.B(tempCeven[(j*WIDTH)-1:(j-1)*WIDTH]),
						.L(c[(2*j*WIDTH)-1:(2*j-1)*WIDTH]),
						.H(c[((2*j+1)*WIDTH)-1:(2*j)*WIDTH])
					);						
			end
	endgenerate	
endmodule
==> ci_impl_report.md <==
## PnR job results

| Metric | Value |
|---|---|
| Status | `complete, no violations` |
| Initial drt markers | `34` |
| ANT cells | `0` |
| GRT Resource Usage Total | `7.15%` |
| Detailed-route wire length per cell | `10.4 um` |
| Mux area share | `17.6%` |
| Number of I/O port buffers | `48` |
| Synthesized-area fraction occupied by and/or/nand/nor cells | `10.5%` |
| Clk_buf instances | `0` |
| Max Clk Rate | `178 MHz` |
| Cells after Synth | `175` |
| Sw Share | `38.8%` |
| Critical path type | `in2out` |
| Setup TNS | `0 ns` |
| Post-route clock period utilization | `96.7%` |
| GP Congestion | `0.776` |
| Core Footprint | `5920 um^2` |
| Vias in the first global route | `1411` |
| XORs/XNORs by Area | `0%` |
| Die Wd | `98 um` |
| P_int | `0.196 mW` |
| Net switching power figure | `0.124 mW` |
| Sequential area share after synthesis | `0%` |
| Die Size | `9600 um^2` |
| First-pass GRT wire length | `6110 um` |
| Biggest area cells | `ha_1 33%, inv_1 12%, mux2i_1 11%` |
| Mean Syn Cell Area | `7.82 um^2` |
| Final core occ | `42.1%` |
| Crit path DAT | `4.45 ns` |
| Worst Setup EP | `c[13]` |
| Pleak | `1.24 nW` |
| Hold WC Path Type | `in2out` |
| Num rows | `28` |
| Setup crit start | `a[11]` |
| # Cells Yosys | `175` |
| Post-route cell area | `2490 um^2` |
| Drt first pass iters | `2` |
| Top-area cell share | `32.9%` |
| WL final | `3520 um` |
| Maxcap violations | `0` |
| Synthesis-to-layout area growth | `81.9%` |
| Initial antenna violation count | `0` |
| Comb power frac | `100.0%` |
| Crit Path Max Fanout | `3` |
| Startpoint Class | `primary input` |
| Aoi share | `27.0%` |
| Pins Over Slew Limit | `0` |
| Slew headroom | `76.1%` |
| Required @ worst endpoint | `4.64 ns` |
| Post-synth cell types | `34` |
| Main logic family | `adder cells` |
| Pin count of the biggest net entering global routing | `6` |
| Worst-Margin Slew | `0.358 ns` |
| Inst Count DP | `328` |
| Residual DRC | `0` |
| Count of tool warnings | `50` |
| Seq Cell Count | `0` |
| Die height | `98 um` |
| Vias per inst | `4.08` |
| Part of the power in registers | `0%` |
| PD cells | `128 nW/um^2` |
| Storage element area | `0 um^2` |
| Ports | `48` |
| Top-count cell post-synth | `inv_1` |
| Post-DRT Antenna Nets | `0` |
| Via count | `1380` |
| Grt ovf | `0` |
| Fin crit period | `5.61 ns` |
| Placed inst area | `2170 um^2` |
| Synthesized cell area | `1370 um^2` |
| CTS hold repair buffers | `0` |
| Yosys chip area | `1370 um^2` |
| Post-DP HPWL | `2980 um` |
| Final setup viols | `0` |
| List of most frequent post-synthesis cells | `44 x inv_1, 36 x ha_1, 16 x a21oi_1, 15 x mux2i_1, 9 x nor2_1` |
| CP Capture Type | `primary output` |
| Hold Violations, Final | `0` |
| Non-filler cells, final | `338` |
| Yosys Warn Count | `1` |
| Area leader, netlist | `ha_1` |
| Worst vdd ir | `0.0000807 V` |
| Clock power share | `0%` |
| Fp_density | `23.1%` |
| Share of layout cells above drive strength 1 | `36.1%` |
| Synth Area in Adders | `32.9%` |
per-layer routing:
metal | vias to the layer above | track usage [%] | share of wire [%]
li1 | 770 | - | -
met1 | 583 | 9.89 | 51
met2 | 27 | 11.5 | 42
met3 | 0 | 1.99 | 7.4
met4 | 0 | 0 | 0
met5 | - | 0 | 0
critical path: stages:
cell and delay [ns]:
clkdlybuf4s50_1 0.48, inv_1 0.07, ha_4 0.26, o21ai_4 0.15, mux2i_2 0.31, ha_4 0.19, o31ai_4 0.06, a21oi_2 0.20
mux2i_1 0.24, inv_1 0.10, ha_4 0.27, nand2_2 0.05, o21ai_4 0.19, mux2_4 0.31, clkdlybuf4s50_1 0.42
power by group through the flow:
stage / logic, mW / registers (mW) / clock network, mW
4_1_cts: 0.292 / 0 / 0
5_1_grt: 0.357 / 0 / 0
6_report: 0.320 / 0 / 0
cells in the final DEF (no fill, tap or decap), drive strengths merged:
master and instances:
o21bai 5, a32oi 1, nor4 1, o22ai 1
a21o 1, nand2b 3, o21ai 8, o21ba 1
and2b 1, inv 44, nor2b 4, buf 40
o211ai 2, o31ai 2, clkdlybuf4s50 34, a21oi 18
o32ai 1, nor3 1, dlygate4sd2 6, or2 1
dlymetal6s2s 8, a2bb2oi 1, o21a 2, o22a 2
and2 1, nor2 9, mux2 7, ha 36
o2bb2a 1, nand2 6, mux2i 15
per-stage QoR:
stage / power, mW / hold slack [ns] / setup WS, ns
4_1_cts: 0.292 / 3.30 / 0.00164
6_report: 0.320 / 3.02 / 0.190
2_1_floorplan: 0.136 / 2.37 / 0.886
3_3_place_gp: 0.268 / 3.31 / -0.252
5_1_grt: 0.357 / 3.06 / -0.0144
3_5_place_dp: 0.269 / 3.32 / -0.246
logic make-up (layout without fill, tap and decap cells):
group / Yosys count / in the layout
fa+ha+maj: 36 / 36
mux: 22 / 22
compound gates: 46 / 46
buf+inv: 44 / 132
simple gates: 27 / 27
timing repair:
action	CTS	global route
setup buffers	4	6
resized	23	33
endpoints found under the hold margin	0	0
pin swaps	7	12
gates cloned	0	0
endpoints found under the setup margin	12	12
worst min-delay path by stage:
stage,startpoint,end,slack [ns],cells after the start
finish,b[10],c[22],3.02,4
global route,b[10],c[22],3.06,4
CTS,a[7],c[16],3.30,4
final cells by class:
type | instances | area (um^2)
Fill cell | 539 | 3430
Inverter | 44 | 165
Tap cell | 75 | 93.8
Multi-Input combinational cell | 131 | 1440
Timing Repair Buffer | 88 | 793
No activity file was given, so power comes from the tool's default toggle rates.
