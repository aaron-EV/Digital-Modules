**design/flow/config.mk**
```make
export PLATFORM = sky130hd
export DESIGN_NAME = complexMul
export DESIGN_NICKNAME = complexMul
export VERILOG_FILES = /design/flow/design.v
export SDC_FILE = /design/flow/constraint.sdc
export NUM_CORES = 4
export LEC_CHECK = 1
export CORE_UTILIZATION = 30
```
**design/flow/run.sh**
```bash
#!/bin/bash
# OpenROAD 26Q1-2900-gdf79404cd8, Yosys 0.63+post, stock flow scripts
make -C /OpenROAD-flow-scripts/flow DESIGN_CONFIG=/design/flow/config.mk WORK_HOME=/design/flow/orfs finish
```
**design/flow/constraint.sdc**
```tcl
current_design complexMul

set clk_period 12.4
set clk_io_pct 0.2

create_clock -name clk0 -period $clk_period

set non_clock_inputs [all_inputs -no_clocks]
set_input_delay [expr $clk_period * $clk_io_pct] -clock clk0 $non_clock_inputs
set_output_delay [expr $clk_period * $clk_io_pct] -clock clk0 [all_outputs]
```
**design/flow/design.v**
```verilog
module adderSub#(parameter WIDTH = 8, parameter OP = 0)
(
	input [WIDTH-1:0] a,
	input [WIDTH-1:0] b, 
	output [WIDTH-1:0]sum,
	output carry
);
assign {carry,sum} = OP ? a - b: a + b; 
endmodule 
module complexMul#(parameter WIDTH = 8) 
(
	input  [WIDTH-1:0]aReal, 
	input  [WIDTH-1:0]aImag, 
	input  [WIDTH-1:0]bReal,
	input  [WIDTH-1:0]bImag,
	output  [2*WIDTH-1:0]outReal,
	output  [2*WIDTH-1:0]outImag
);
wire [2*WIDTH-1:0]tempMul0; 
wire [2*WIDTH-1:0]tempMul1; 
wire [2*WIDTH-1:0]tempMul2; 
wire [2*WIDTH-1:0]tempMul3; 
multi#(.WIDTH(WIDTH)) mul0
(
	.a(aReal),
	.b(bReal),
	.out(tempMul0)
);
multi#(.WIDTH(WIDTH)) mul1
(
	.a(aImag),
	.b(bImag),
	.out(tempMul1)
);
multi#(.WIDTH(WIDTH)) mul2
(
	.a(aImag),
	.b(bReal),
	.out(tempMul2)
);
multi#(.WIDTH(WIDTH)) mul3
(
	.a(aReal),
	.b(bImag),
	.out(tempMul3)
);
adderSub#(.WIDTH(16),.OP(1)) adder0
(
	.a(tempMul0),
	.b(tempMul1),
	.sum(outReal)
);
adderSub#(.WIDTH(16),.OP(0)) adder1
(
	.a(tempMul2),
	.b(tempMul3),
	.sum(outImag)
);
endmodule
module multi#(parameter WIDTH = 8)
(
	input [WIDTH-1:0] a,
	input [WIDTH-1:0] b, 
	output [2*WIDTH-1:0]out
);
assign out = a * b; 
endmodule 
```
==> impl_metrics.json <==
{
  "fp.dieW_microns": 173.4,
  "syn_inst": 1022,
  "initialDrtViolationCount": 215,
  "fin_crit_sh_pct": 91.18,
  "chipHeight_microns": 173.4,
  "grt_pass1_vias": 6343,
  "hold_class": "input port to output port",
  "die_area_sq_um": 30080,
  "first_pass_iters": 6,
  "tool_warnings": 34,
  "slew_viol_final": 0,
  "cts_resized": 0,
  "avgSynthCellArea_sq_um": 8.626,
  "criticalPathCategory": "input port to output port",
  "seq_area_sq_um": 0,
  "viasPerCell": 4.456,
  "synth_top_area_share_pct": 44.05,
  "finalWirelength_microns": 17780,
  "hold_path_depth": 4,
  "period_minus_slack_ns": 11.31,
  "maxCapViolations": 0,
  "fp_util_pct": 30.63,
  "whs_ns": 6.598,
  "clkbuf_count": 0,
  "cts_setup_buffers": 0,
  "ys_cells": 1022,
  "ys_seq_share_pct": 0,
  "worst_pin_slew_ns": 0.8151,
  "status": "completed",
  "drive_gt1_share_pct": 0.7569,
  "ys_top_cells_by_count": "275 x inv_1, 194 x fa_1, 141 x and2_1, 126 x ha_1, 121 x nand2_1",
  "wl_per_cell_microns": 12.34,
  "grt_remaining_overflow": 0,
  "grt_usage_pct": 13.21,
  "crit_arrival_ns": 8.83,
  "detailed_place_hpwl_microns": 14430,
  "hold_end": "outImag[0]",
  "synth.distinct_cells": 31,
  "topCellsByArea": "fa_1 44%, ha_1 18%, inv_1 12%",
  "post-synth-top-count-cell": "inv_1",
  "ant_nets": 0,
  "io_pins": 64,
  "post-route-drc-count": 0,
  "grt_setup_unrepaired": "false",
  "synthesis.area_sq_um": 8816,
  "timing.fmax_mhz": 88.44,
  "n_sequential_cell": 0,
  "rows": 62,
  "finalWeightedCongestion": 0.8418,
  "ys_warn_count": 0,
  "start_kind": "input port",
  "cts-hold-fix-buffers": 0,
  "grt_start_max_net_pins": 17,
  "numPortBuffers": 64,
  "slew_headroom_pct": 45.49,
  "finalHoldViolCount": 0,
  "grt_first_pass_wirelength_microns": 31180,
  "critPathCaptureType": "output port",
  "finalSetupTns_ns": 0,
  "syn2layout_area_growth_pct": 11.69,
  "setup_viol": 0,
  "hold_path_startpoint": "bImag[0]",
  "cp_data_required_time_ns": 9.92,
  "top_area_cell": "fa_1",
  "cp_max_fo": 16,
  "ys_chip_area_sq_um": 8816,
  "vias": 6421,
  "core_sq_um": 28780,
  "diodes": 0,
  "grt_antenna_before_repair": 0
}
## worst max path at each step
stage	from	endpoint
finish	bReal[4]	outReal[12]
global route	bReal[4]	outReal[12]
CTS	bReal[4]	outReal[12]
## layout by cell type (no fill, tap or decap), drive strengths merged
| master | Yosys | routed |
|---|---|---|
| nand4 | 5 | 5 |
| or4 | 2 | 2 |
| a21o | 7 | 7 |
| or4b | 2 | 2 |
| o31ai | 1 | 1 |
| clkdlybuf4s50 | 0 | 64 |
| and2 | 142 | 142 |
| o21a | 2 | 2 |
| a211oi | 4 | 4 |
| o311ai | 2 | 2 |
| o211ai | 2 | 2 |
| a311oi | 2 | 2 |
| ha | 126 | 126 |
| o21bai | 4 | 4 |
| nand3 | 6 | 6 |
| fa | 194 | 194 |
| nand2 | 121 | 121 |
| nor3 | 3 | 3 |
| a32oi | 2 | 2 |
| nor2 | 16 | 16 |
| a221oi | 1 | 1 |
| a21boi | 1 | 1 |
| inv | 275 | 275 |
| a31oi | 3 | 3 |
| xnor2 | 17 | 17 |
| xor2 | 8 | 8 |
| buf | 0 | 5 |
| o21ai | 16 | 16 |
| o2111a | 2 | 2 |
| a21oi | 22 | 22 |
## kinds of logic after synthesis
group | after synthesis | share of synthesized area, %
adder cells (fa/ha/maj) | 320 | 61.94
buffers and inverters | 309 | 13.16
AND/OR/NAND/NOR | 297 | 17.20
AND-OR/OR-AND | 71 | 5.223
XOR/XNOR | 25 | 2.484
## area by class of cell
type,instances,area [sq um]
fillers,2942,18930
multi-input cells,713,7656
inverters,275,1032
repair buffers,69,678.2
well taps,384,480.5
## worst max-delay path, stage by stage
cell and delay, ns:
clkdlybuf4s50_1 0.79, and2_1 0.38, fa_1 0.53, inv_1 0.05, fa_1 0.47, inv_1 0.05
fa_1 0.47, fa_1 0.50, fa_1 0.49, inv_1 0.05, fa_1 0.47, inv_1 0.04
ha_1 0.35, a21oi_1 0.20, o21ai_0 0.13, o21ai_0 0.26, or4b_1 0.46, o311ai_0 0.11
clkdlybuf4s50_1 0.55
## metal layers
layer	vias up	global-route usage, %	wire (microns)
li1	3088	-	-
met1	3135	22.57	8938
met2	198	18.12	7343
met3	0	3.714	1500
met4	0	0	0
met5	-	0	0
## per-stage QoR
stage          setup slack, ns  utilization (%)  std cells  area [sq um]
5_1_grt                 0.6807            34.21       1441          9847
3_5_place_dp             1.090            34.21       1441          9847
6_report                 1.093            34.21       1441          9847
4_1_cts                  1.065            34.21       1441          9847
3_3_place_gp             1.142            34.21       1441          9847
2_1_floorplan            2.649                -       1022          8816
