==> design/flow/design.v <==
module secBubbleSort#(parameter width = 8)
(
	input clk,rst,en,
	input [width-1:0]in1,in2,in3,in4, 
	output [width-1:0]out1,out2,out3,out4
);
wire [width-1:0]tempOut1Stage1,tempOut2Stage1,tempOut3Stage1;
wire [width-1:0]tempOut1Stage2,tempOut2Stage2;
stage1 #(.width(width))stageNum1
(
	.clk(clk),
	.rst(rst),
	.en(en),
	.in1(in1),
	.in2(in2),
	.in3(in3),
	.in4(in4),
	.out1(tempOut1Stage1),
	.out2(tempOut2Stage1),
	.out3(tempOut3Stage1),
	.out4(out4),
);
stage2 #(.width(width))stageNum2
(
	.clk(clk),
	.rst(rst),
	.en(en),
	.in1(tempOut1Stage1),
	.in2(tempOut2Stage1),
	.in3(tempOut3Stage1),
	.out1(tempOut1Stage2),
	.out2(tempOut2Stage2),
	.out3(out3)
);
stage3 #(.width(width))stageNum3
(
	.clk(clk),
	.rst(rst),
	.en(en),
	.in1(tempOut1Stage2),
	.in2(tempOut2Stage2),
	.out1(out1),
	.out2(out2),
);
endmodule
module stage1#(parameter width = 8)
(
	input clk,rst,en,
	input [width-1:0]in1,in2,in3,in4, 
	output [width-1:0]out1,out2,out3,out4
);
wire [width-1:0] largest1;
wire [width-1:0] largest2;
swapper #(.width(width))swapper1
(
	.en(en),
	.clk(clk),
	.rst(rst),
	.a(in1),
	.b(in2),
	.smallest(out1),
	.largest(largest1)
); 
swapper #(.width(width))swapper2
(
	.en(en),
	.clk(clk),
	.rst(rst),
	.a(largest1),
	.b(in3),
	.smallest(out2),
	.largest(largest2)
); 
swapper #(.width(width))swapper3
(
	.en(en),
	.clk(clk),
	.rst(rst),
	.a(largest2),
	.b(in4),
	.smallest(out3),
	.largest(out4)
);
endmodule
module stage2#(parameter width = 8)
(
	input clk,rst,en,
	input [width-1:0]in1,in2,in3, 
	output [width-1:0]out1,out2,out3
);
wire [width-1:0] largest1;
swapper #(.width(width))swapper1
(
	.en(en),
	.clk(clk),
	.rst(rst),
	.a(in1),
	.b(in2),
	.smallest(out1),
	.largest(largest1)
); 
swapper #(.width(width))swapper2
(
	.en(en),
	.clk(clk),
	.rst(rst),
	.a(largest1),
	.b(in3),
	.smallest(out2),
	.largest(out3)
); 
endmodule
module stage3#(parameter width = 8)
(
	input clk,rst,en,
	input [width-1:0]in1,in2,
	output [width-1:0]out1,out2
);
swapper #(.width(width))swapper1
(
	.en(en),
	.clk(clk),
	.rst(rst),
	.a(in1),
	.b(in2),
	.smallest(out1),
	.largest(out2)
); 
endmodule
module swapper#(parameter width = 8)
(
	input								  en,
	input 				          clk,
	input					          rst,
	input 		     [width-1:0]  a,
	input 			  [width-1:0]  b, 
	output reg  [width-1:0] largest,
   output reg  [width-1:0] smallest
);
always@(posedge clk,negedge rst) 
begin 
	if(!rst) 
		begin 
			largest <= 0; 
			smallest <= 0;
		end
	else if(en)
		begin 
			if(a >= b)
				begin
					largest  <= a; 
					smallest <= b; 
				end
			else 
				begin 
					largest  <= b; 
					smallest <= a;			
				end	
		end
	else 
		begin 
			largest <= largest;
			smallest <= smallest;
		end
end
endmodule
==> design/flow/run.sh <==
#!/bin/bash
# OpenROAD 26Q1-2900-gdf79404cd8, Yosys 0.63+post, stock flow scripts
make -C /OpenROAD-flow-scripts/flow DESIGN_CONFIG=/design/flow/config.mk WORK_HOME=/design/flow/orfs finish
==> design/flow/config.mk <==
export PLATFORM = sky130hd
export DESIGN_NAME = secBubbleSort
export DESIGN_NICKNAME = secBubbleSort
export VERILOG_FILES = /design/flow/design.v
export SDC_FILE = /design/flow/constraint.sdc
export NUM_CORES = 4
export LEC_CHECK = 1
export CORE_UTILIZATION = 40
==> design/flow/constraint.sdc <==
current_design secBubbleSort

set clk_period 4.2
set clk_io_pct 0.2

create_clock -name clk0 -period $clk_period [get_ports {clk}]

set non_clock_inputs [all_inputs -no_clocks]
set_input_delay [expr $clk_period * $clk_io_pct] -clock clk0 $non_clock_inputs
set_output_delay [expr $clk_period * $clk_io_pct] -clock clk0 [all_outputs]
==> flow_summary.yaml <==
# physical design summary
outcome:
  status: "completed"
clock_network:
  numCtsBuffers: 9
  cts_root_buffer: "clkbuf_16"
  clk_pin_slew_worst_paths_ns: 0.07
  clk_path_buf_depth: 2
  clkLatencyLatePin_ns: 0.35
  cts_setup_buffers: 0
  htreeDepth: 3
  cts_tree: "yes"
  cts_num_sinks: 96
  hold_buffers: 0
  cts_resized: 0
layout:
  final_layout_size_suffix_gt1_frac: 0.0658
  fin_util: 0.467
  fillers: 1772
  area_growth_syn_to_layout_pct: 13.8
yosys:
  ys_seq_frac: 0.325
  ys_ff: 96
  fa_ha_area_frac: 0.0812
  mux_share: 0
  xor_share: 0
  netlist_logic_family_top: "simple AND/OR/NAND/NOR gates"
  async_flop_share: 1.00
  synth_area_um2: 7400
  top_area_cell: "dfrtp_1"
  yosysWarnings: 1
  yosysChipArea_um2: 7400
  ys_types: 24
  synth-compound-area-share: 0.221
  area_leaders: "dfrtp_1 (32%), a211o_1 (9.5%), a31oi_1 (8.1%)"
  syn_avg_cell_area_um2: 8.10
  simple_gate_share: 0.286
  ys_cells: 913
  flop_cell: "dfrtp_1"
  synth_top_area_share: 0.325
  edf_count: 0
  synth_cells: 913
sta:
  hold_ws_ns: 0.349
  grt_setup_unrepaired: "no"
  hold_viol: 0
  tightest_slew_ns: 0.759
  period_used_share: 0.647
  fin_crit_ns: 2.72
  skew_ns: 0.00920
  slew_viol_final: 0
  fmax_mhz: 368
  relSlewSlack: 0.494
  fin_ws_ns: 1.48
  setup_tns_ns: 0
  finalSetupViolations: 0
floorplanning:
  die_h_um: 138
  core_um2: 18000
  die-area_um2: 19000
  row_count: 49
  boundaryPins: 67
  die_w_um: 138
  fp_util: 0.410
critical_path:
  endpoint_kind: "flop"
  required_ns: 4.44
  cp-start-kind: "input pin"
  critical_path_class: "in -> reg"
  cp_max_fo: 22
  cp.arrival_ns: 2.96
drt:
  firstDrtPassIters: 6
  routed_wirelength_um: 19300
  vias: 6821
  wl_per_cell_um: 16.7
  drc: 0
  n_antenna_cell: 0
  vias_per_cell: 5.90
  drt-initial-drc-count: 612
  antenna_left: 0
placement:
  dp_hpwl_um: 12700
  pre_cts_ws_ns: 1.13
  gp_congestion: 0.836
  port_buffers: 66
power:
  vdd_drop_max_mv: 0.346
  leakagePower_nw: 3.62
  powerDensity_nw_per_um2: 567
run:
  warnings: 27
  drv_cap: 0
global_routing:
  grt_pass1_wl_um: 31600
  grt.total_usage: 0.206
  antenna_found_initial: 0
  grt_overflow: 0
  grt_pass1_vias: 5828
  grt_max_degree: 133
hold_path:
  hp-class: "in -> async"
-- cells by family after synthesis --
group / count (synthesis)
flip-flops: 96
AND-OR/OR-AND: 226
adder cells (fa/ha/maj): 48
buffers and inverters: 141
AND/OR/NAND/NOR: 402
-- area by class of cell --
type	count	area (µm²)	area share
repair buffers	91	876	0.104
inverters	48	180	0.0214
multi-input cells	676	4380	0.520
well taps	229	287	0.0340
flip-flops and latches	96	2400	0.285
clock inverters	5	56.3	0.00669
clock buffers	11	243	0.0288
-- cells in the mapped netlist (all sizes together), types with 12 or more instances --
cell type / number
nor2: 37
nand4: 96
a21oi: 12
nand3: 96
a211o: 80
nor2b: 70
nand2: 91
a31oi: 96
inv: 48
dfrtp: 96
buf: 84
o2111ai: 16
ha: 48
o21ai: 19
-- sequential cells by signal, summed over array words and instances (netlist names) --
| register | cells |
|---|---|
| stageNum1.swapper1.largest | 8 |
| stageNum1.swapper1.smallest | 8 |
| stageNum1.swapper2.largest | 8 |
| stageNum1.swapper2.smallest | 8 |
| stageNum1.swapper3.largest | 8 |
| stageNum1.swapper3.smallest | 8 |
| stageNum2.swapper1.largest | 8 |
| stageNum2.swapper1.smallest | 8 |
| stageNum2.swapper2.largest | 8 |
| stageNum2.swapper2.smallest | 8 |
| stageNum3.swapper1.largest | 8 |
| stageNum3.swapper1.smallest | 8 |
-- stage by stage --
step,area (µm²),power (mW),cells
2_1_floorplan,7400,3.13,913
3_5_place_dp,8120,3.92,1140
5_1_grt,8420,5.16,1156
4_1_cts,8420,4.79,1156
6_report,8420,4.77,1156
3_3_place_gp,8120,3.91,1140
-- critical path, stage by stage --
cell and delay (ns):
clkdlybuf4s50_1 0.54, inv_1 0.06, ha_1 0.29, nand2_1 0.09, nor3_2 0.53, buf_4 0.37
a211o_1 0.17, nand3_1 0.06
-- report_power, final --
| part | internal (mW) | switching (mW) | leakage [nW] |
|---|---|---|---|
| Sequential | 1.23 | 0.377 | 1.21 |
| Combinational | 0.945 | 1.37 | 2.26 |
| Clock | 0.478 | 0.372 | 0.145 |
-- worst paths after layout --
kind                                                       startpoint                                    endpoint  slack (ns)  cells past startpoint
min in group clk0          stageNum1.swapper2.smallest[3]$_DFFE_PN0P_  stageNum2.swapper1.smallest[3]$_DFFE_PN0P_        0.58                      2
hold reg to reg            stageNum1.swapper2.smallest[3]$_DFFE_PN0P_  stageNum2.swapper1.smallest[3]$_DFFE_PN0P_        0.58                      2
hold / removal                                                    rst   stageNum2.swapper1.largest[6]$_DFFE_PN0P_        0.35                      1
setup reg to reg            stageNum1.swapper2.largest[7]$_DFFE_PN0P_  stageNum1.swapper3.smallest[2]$_DFFE_PN0P_        2.09                      6
setup / recovery                                               in4[7]  stageNum1.swapper3.smallest[2]$_DFFE_PN0P_        1.48                      8
max in group asynchronous                                         rst   stageNum1.swapper1.largest[0]$_DFFE_PN0P_        2.93                      2
-- placed cells by master, fill, tap and decap left out, types with 4 or more instances in the layout --
cell type,instances
nor2_1,37
a211o_1,80
nor3_2,5
a21oi_1,12
inv_1,48
clkdlybuf4s50_1,64
nand2_1,91
nand3_1,96
nor3b_1,4
nand4_1,96
clkbuf_16,9
a31oi_1,96
o2111ai_1,16
dfrtp_1,96
nor2b_1,70
buf_4,24
o21ai_2,11
ha_1,48
o21ai_0,5
-- routing by layer --
metal / vias to the layer above / part of all wire / track usage
met2: 160 / 0.43 / 0.288
met4: 0 / 0.012 / 0.0266
met5: - / 0 / 0
met3: 17 / 0.039 / 0.0265
met1: 3204 / 0.51 / 0.354
li1: 3440 / - / -
Power is estimated from default activity; no workload was simulated.
